==> /design/flow/design.v <==
module alu #(
    parameter INT_W  = 4,
    parameter FRAC_W = 6,
    parameter INST_W = 4,
    parameter DATA_W = INT_W + FRAC_W
)(
    input                     i_clk,
    input                     i_rst_n,
    input                     i_valid,
    input signed [DATA_W-1:0] i_data_a,
    input signed [DATA_W-1:0] i_data_b,
    input        [INST_W-1:0] i_inst,
    output                    o_valid,
    output       [DATA_W-1:0] o_data
);  
reg [DATA_W-1:0] o_data_w, o_data_r;
reg              o_valid_w, o_valid_r;
assign o_valid = o_valid_r;
assign o_data = o_data_r;
reg [9:0] o_data_t;  
wire [9 : 0] sum_temp;
assign sum_temp = i_data_a + i_data_b;
wire [9 : 0] sub_temp;
assign sub_temp = i_data_a - i_data_b;
wire signed [19:0] mult_temp;
wire round;
reg signed [9:0] mult_r;
assign mult_temp = i_data_a * i_data_b;
assign round = (mult_temp[5] == 1'b1)? 1'b1:1'b0;
wire signed [19:0] i_data_f;
wire signed [20:0] o_data_f;
wire round_f;
reg signed [9:0] mult_f;
assign i_data_f = {{4{o_data_r[9]}},o_data,6'b0};
assign o_data_f = $signed(i_data_f) + $signed(mult_temp);
assign round_f = (o_data_f[5] == 1'b1)? 1'b1:1'b0;
always@(*)begin
    case(i_inst)
        4'd0:begin  
            if((sum_temp[9] == 1'b1) && (i_data_a[9] == 1'b0) && (i_data_b[9] == 1'b0)) o_data_t = 10'b0111_1111_11;
            else if ((sum_temp[9] == 1'b0) && (i_data_a[9] == 1'b1) && (i_data_b[9] == 1'b1)) o_data_t = 10'b1000_0000_00;
            else if (sum_temp == 10'b1000_0000_00) o_data_t = 10'b0000_0000_00;
            else o_data_t = sum_temp;
        end
        4'd1:begin  
            if((sub_temp[9] == 1'b1) && (i_data_a[9] == 1'b0 ) && (i_data_b[9] == 1'b1)) o_data_t = 10'b0111_1111_11;
            else if ((sub_temp[9] == 1'b0) && (i_data_a[9] == 1'b1) && (i_data_b[9] == 1'b0)) o_data_t = 10'b1000_0000_00;
            else if (sub_temp == 10'b1000_0000_00) o_data_t = 10'b0000_0000_00;
            else o_data_t = sub_temp;
        end
        4'd2:begin  
            case(mult_temp[19])
            1'b0:begin
                if (round) mult_r = $signed({1'b0,mult_temp[14:12],mult_temp[11:6]}) + $signed(10'b0000_0000_01);
                else mult_r =  $signed({1'b0,mult_temp[14:12],mult_temp[11:6]});
            end
            default:begin
                if (round) mult_r = $signed({1'b1,mult_temp[14:12],mult_temp[11:6]}) + $signed(10'b0000_0000_01);
                else mult_r =  $signed({1'b1,mult_temp[14:12],mult_temp[11:6]}) ;
            end
            endcase
            case({mult_r[9],i_data_a[9],i_data_b[9]})  
            3'b001: o_data_t = 10'b1000_0000_00;
            3'b010: o_data_t = 10'b1000_0000_00;
            3'b111: o_data_t = 10'b0111_1111_11;
            3'b100: o_data_t = 10'b0111_1111_11;
            default: begin
                if(!mult_r[9] && (mult_temp[19:6] >= 14'b0000_0111_1111_11))  o_data_t = 10'b0111_1111_11;
                else if(mult_r[9] && ($signed(mult_temp[19:6]) <= $signed(14'b1111_1000_0000_00))) o_data_t = 10'b1000_0000_00;
                else o_data_t = mult_r;
            end
            endcase
        end
        4'd3:begin  
            case(o_data_f[20])
            1'b0:begin
                if (round_f) mult_f = $signed({1'b0,o_data_f[14:12],o_data_f[11:6]}) + $signed(10'b0000_0000_01);
                else mult_f =  $signed({1'b0,o_data_f[14:12],o_data_f[11:6]});
            end
            default:begin
                if (round_f) mult_f = $signed({1'b1,o_data_f[14:6]}) + $signed(10'b0000_0000_01);
                else mult_f = $signed({1'b1,o_data_f[14:6]});
            end
            endcase
            case({mult_f[9],i_data_f[19],mult_temp[19]})  
            3'b011: o_data_t = 10'b1000_0000_00;
            3'b100: o_data_t = 10'b0111_1111_11;
            default:begin
                if(!mult_f[9] && ((o_data_f[20:6]) >= 15'b00000_0111_1111_11)) o_data_t = 10'b0111_1111_11;
                else if(mult_f[9] && ($signed(mult_f[20:6])) <= $signed(15'b1111_1000_0000_00)) o_data_t = 10'b1000_0000_00;
                else o_data_t = mult_f;
            end
            endcase
        end
        4'd4:begin  
            if(!i_data_a[9])begin
                if(i_data_a >= 10'b0001_1000_00) o_data_t = 10'b0001_0000_00;
                else if(i_data_a >= 10'b0000_1000_00)begin
                    if(i_data_a[0]) o_data_t = ((i_data_a - 10'b0000_1000_00)>> 1 ) + 10'b0000_1000_01;
                    else            o_data_t = ((i_data_a - 10'b0000_1000_00)>> 1) + 10'b0000_1000_00;
                end
                else o_data_t = i_data_a;
            end
            else begin
                if(i_data_a >= 10'b1111_100000) o_data_t = i_data_a;
                else if(i_data_a >= 10'b1110_1000_00) 
                    if(i_data_a[0]) o_data_t = ((i_data_a + $signed(10'b0000_1000_00)) >>> 1) - $signed(10'b0000_1000_01) ;
                    else            o_data_t = ((i_data_a + $signed(10'b0000_1000_00)) >>> 1) - $signed(10'b0000_1000_00) ;
                else o_data_t = 10'b1111_0000_00;
            end
        end
        4'd5:begin  
            o_data_t = i_data_a | (~i_data_b);
        end
        4'd6:begin  
            casez(i_data_a)
            10'b1???_????_??: o_data_t = 10'd0;
            10'b01??_????_??: o_data_t = 10'd1;
            10'b001?_????_??: o_data_t = 10'd2;
            10'b0001_????_??: o_data_t = 10'd3;
            10'b0000_1???_??: o_data_t = 10'd4;
            10'b0000_01??_??: o_data_t = 10'd5;
            10'b0000_001?_??: o_data_t = 10'd6;
            10'b0000_0001_??: o_data_t = 10'd7;
            10'b0000_0000_1?: o_data_t = 10'd8;
            10'b0000_0000_01: o_data_t = 10'd9;
            10'd0: o_data_t = 10'd10;
            endcase
        end
        4'd7:begin  
            casez(i_data_a)
            10'd0: o_data_t = 10'd0;
            10'b????_????_?1: o_data_t = 10'd0;
            10'b????_????_10: o_data_t = 10'd1;
            10'b????_???1_00: o_data_t = 10'd2;
            10'b????_??10_00: o_data_t = 10'd3;
            10'b????_?100_00: o_data_t = 10'd4;
            10'b????_1000_00: o_data_t = 10'd5;
            10'b???1_0000_00: o_data_t = 10'd6;
            10'b??10_0000_00: o_data_t = 10'd7;
            10'b?100_0000_00: o_data_t = 10'd8;
            10'b1000_0000_00: o_data_t = 10'd9;
            endcase
        end
        4'd8:begin  
            o_data_t = i_data_a[9] + i_data_a[8] +i_data_a[7] +i_data_a[6] +i_data_a[5] +i_data_a[4] +i_data_a[3] +i_data_a[2] +i_data_a[1] +i_data_a[0];
        end
        4'd9:begin  
            if(i_data_b == 10'd0) o_data_t = i_data_a;
            else if(i_data_b == 10'd1) o_data_t = {i_data_a[8:0],i_data_a[9]};
            else if(i_data_b == 10'd2) o_data_t = {i_data_a[7:0],i_data_a[9:8]};
            else if(i_data_b == 10'd3) o_data_t = {i_data_a[6:0],i_data_a[9:7]};
            else if(i_data_b == 10'd4) o_data_t = {i_data_a[5:0],i_data_a[9:6]};
            else if(i_data_b == 10'd5) o_data_t = {i_data_a[4:0],i_data_a[9:5]};
            else if(i_data_b == 10'd6) o_data_t = {i_data_a[3:0],i_data_a[9:4]};
            else if(i_data_b == 10'd7) o_data_t = {i_data_a[2:0],i_data_a[9:3]};
            else if(i_data_b == 10'd8) o_data_t = {i_data_a[1:0],i_data_a[9:2]};
            else   o_data_t = {i_data_a[0],i_data_a[9:1]};
        end
    endcase
end
always@(*) begin
    o_data_w = o_data_t;
    o_valid_w = (i_valid == 1'b1)? 1'b1:1'b0;
end
always@(posedge i_clk or negedge i_rst_n) begin
    if (!i_rst_n) begin
        o_data_r <= 'b0;
        o_valid_r <= 'b0;
    end 
    else begin
        o_data_r <= o_data_w;
        o_valid_r <= o_valid_w;
    end
end
endmodule
==> /design/flow/run.sh <==
#!/bin/bash
# OpenROAD 26Q1-2900-gdf79404cd8, Yosys 0.63+post, stock flow scripts
make -C /OpenROAD-flow-scripts/flow DESIGN_CONFIG=/design/flow/config.mk WORK_HOME=/design/flow/orfs finish
==> /design/flow/config.mk <==
export PLATFORM = sky130hd
export DESIGN_NAME = alu
export DESIGN_NICKNAME = alu
export VERILOG_FILES = /design/flow/design.v
export SDC_FILE = /design/flow/constraint.sdc
export NUM_CORES = 4
export LEC_CHECK = 1
export CORE_UTILIZATION = 30
==> /design/flow/constraint.sdc <==
current_design alu

set clk_period 1.2
set clk_io_pct 0.2

create_clock -name clk0 -period $clk_period [get_ports {i_clk}]

set non_clock_inputs [all_inputs -no_clocks]
set_input_delay [expr $clk_period * $clk_io_pct] -clock clk0 $non_clock_inputs
set_output_delay [expr $clk_period * $clk_io_pct] -clock clk0 [all_outputs]
==> reports/results.ini <==
[outcome]
status=complete, no violations

[min_path]
hold_path.class=input pin to asynchronous set/reset pin

[floorplan]
fp_util_pct=30.51
chipArea_mm2=0.03383
row_count=66
core_mm2=0.03254
io_pins=38
die_w_um=183.9
die_h_um=183.9

[logic_synthesis]
yosys.area_share.aoi_pct=24.17
topCellsByArea=fa_1 20%, ha_1 14%, inv_1 6.8%, o21ai_0 5.0%, nor2_1 4.8%
yosysMostFrequentCell=inv_1
synthAdderAreaFrac_pct=34.08
async_reset_ff_share_pct=52.38
synth_flops=21
yosys_cells=1356
synth_simple_gate_area_share_pct=20.78
synth_area_per_cell_um2=7.322
synthTopLogicFamily=adder cells
yosys-top-cells-count=180 x inv_1, 127 x nor2_1, 125 x nand2_1, 112 x ha_1
ys_area_mm2=0.009928
syn_inst=1356
synth_top_cell_by_area=fa_1
yosys.area.top_type_share_pct=19.96
ff_type=dfrtp_1
synth_area_mm2=0.009928
ys_types=82
edf_count=0
synth_xor_xnor_area_share_pct=6.427
ys.warnings.count=2
ys_sh_mux_pct=0.7057

[critical_path]
slowest_stage=dfrtp_1
cpPeakStageDelay_ns=0.37
path_max_fanout=2
critPathTopFamily=flip-flops
path_buffers=1
critical_path_arrival_ns=0.84
start_kind=register
crit_end=o_data[9]
worst_setup_path_end_kind=output pin
cp.required_ns=0.96
critical_path.cell_chain=dlygate4sd2_1
cp-startpoint=o_data_r[9]$_DFF_PN0_
crit_type=register to output pin
crit_cells=1

[cts]
clkSlewWorstSetupHoldPaths_ns=0.04
cts-root-buf=clkbuf_16
numCtsBuffers=3
cts_tree=done
clk_path_buf_depth=2
postCtsHoldBufs=0
cts_max_level=1

[global_routing]
antenna_found_initial=0
grtUsageTotal_pct=20.09
grt_pass1_wl_um=51650
grt_pass1_vias=9285
overflow=0
grt_max_degree=37

[flow_run]
max_cap_violations=0
warnings=58

[routing]
first_pass_iters=5
ant_nets=0
via_per_inst=5.479
drc=0
vias=9856
avgRoutedWirePerCell_um=18.34
drt_iter0_drc=855
diodes=0
routed_wl_um=32990

[sta]
unclocked_regs=10
untimed_endpoints=20
finalMaxSlewViolations=0
max_slew_margin_pct=38.10
setup_tns_ns=0
hold_viol=0
fin_crit_ns=1.080
finalCritPeriodShare_pct=89.99
worst_pin_slew_ns=0.9215
rsz0062_at_grt=false
fmax_mhz=926.0
setup_viol=0

[placement]
placed_cell_area_mm2=0.01072
gp_congestion=0.9747
portBuffers=37
dp_hpwl_um=25960

[final_layout]
post-route-util_pct=33.38
final_cell_area_mm2=0.01086
drive_gt1_share_pct=3.979
nFillCells=3484
area_growth_pct=9.402

==> worst min path at each step <==
stage            from                  end  slack, ns  cells past startpoint
finish        i_rst_n  o_valid_r$_DFF_PN0_       0.34                      1
global route  i_rst_n  o_valid_r$_DFF_PN0_       0.38                      1
CTS           i_rst_n  o_valid_r$_DFF_PN0_       0.35                      1
==> cell type report <==
| type | instances | area (um2) | share of cell area (%) |
|---|---|---|---|
| Clock buffer | 4 | 78.83 | 0.7257 |
| Inverter | 186 | 698.2 | 6.428 |
| Multi-Input combinational cell | 1083 | 8554 | 78.76 |
| Sequential cell | 21 | 425.4 | 3.917 |
| Tap cell | 442 | 553.0 | 5.092 |
| Timing Repair Buffer | 63 | 551.8 | 5.080 |
==> what timing repair did <==
action / CTS / global route
endpoints found under the hold margin: 0 / 0
endpoints found under the setup margin: 11 / 0
resized: 11 / 0
setup buffers: 10 / 0
==> cell families (layout without fill, tap and decap cells) <==
family          after synthesis  count (layout)
compound gates              361             361
xor+xnor                     72              72
mux                           7               7
flops                        11              11
fa+ha+maj                   211             211
latches                      10              10
buf+inv                     252             253
simple gates                432             432
==> registers in the layout, indices dropped and copies added, names as in the netlist <==
register / count
o_data_t: 10
o_valid_r: 1
o_data_r: 10
==> metal layers <==
layer	track usage, %	vias to the layer above	part of all wire [%]
met5	0	-	0
met4	3.267	0	1.8
met3	4.200	43	8.3
met2	30.59	398	44
met1	30.07	4696	46
li1	-	4719	-
==> per-stage QoR <==
step	setup WS, ns	hold slack, ns	cells
2_1_floorplan	0.5444	-0.05559	1356
3_3_place_gp	0.1538	0.5882	1785
3_5_place_dp	0.1379	0.5932	1785
4_1_cts	0.1043	0.3458	1799
5_1_grt	0.08502	0.3848	1799
6_report	0.1201	0.3398	1799
==> cell usage in the layout (no fill, tap or decap), types with 19 or more instances in the layout <==
| cell type | instances |
|---|---|
| ha_1 | 112 |
| a21oi_1 | 80 |
| clkdlybuf4s50_1 | 26 |
| o21ai_0 | 99 |
| nand3_1 | 35 |
| nor2_1 | 127 |
| buf_4 | 26 |
| inv_1 | 180 |
| nand4_1 | 24 |
| nor3_1 | 32 |
| nand2_1 | 125 |
| fa_1 | 99 |
| xor2_1 | 19 |
| xnor2_1 | 52 |
